==> ./design.v <==
module main(out,DIG1,DIG2,DIG3,DIG4,statenumber,in8,btn,gclk); 
output[7:0] out; 
reg	  [7:0] out;
reg   [2:0] state_nr; 
output      DIG1,DIG2,DIG3,DIG4; 
output[6:0] statenumber; 
reg         DIG1,DIG2,DIG3,DIG4;
input       btn,gclk; 
input [7:0] in8; 
reg   [2:0] state,next_state; 
reg         clk; 
reg   [7:0] A,B; 
wire  [7:0] Y; 
reg   [2:0] Op; 
ual ual1(Y,C,V,Z,A,B,Op); 
BCD7SEG B7(statenumber,state_nr); 
initial 
clk=1'b0; 
always @(posedge clk) 
state=next_state; 
always @(posedge gclk) 
begin 
	if(btn==1'b1)
	clk=1'b1;
	else
	clk=1'b0;
end
always@(in8) 
        case (state) 
            3'b000:begin 
				A=in8; 
				out=7'd0; 
				state_nr=3'd0; 
				DIG1=1'b0; 
				DIG2=1'b1; 
				DIG3=1'b1; 
				DIG4=1'b1; 
				next_state=3'b001; 
				end
            3'b001:begin 
				B=in8; 
			    out=7'd0; 
				state_nr=3'd1; 
				DIG1=1'b0; 
				DIG2=1'b1; 
				DIG3=1'b1; 
				DIG4=1'b1; 
				next_state=3'b010; 
				end
			3'b010:begin
				Op=in8; 
				out=7'd0; 
				state_nr=3'd2; 
				DIG1=1'b0; 
				DIG2=1'b1; 
				DIG3=1'b1; 
				DIG4=1'b1; 
				next_state=3'b011; 
				end
			3'b011:begin
				out=Y; 
				state_nr=3'd3; 
				DIG1=1'b0; 
				DIG2=1'b1; 
				DIG3=1'b1; 
				DIG4=1'b1; 
				next_state=3'b100; 
				end
			3'b100:begin
				out=C; 
				state_nr=3'd4; 
				DIG1=1'b0; 
				DIG2=1'b1; 
				DIG3=1'b1; 
				DIG4=1'b1; 
				next_state=3'b101; 
				end
			3'b101:begin
				out=V; 
				state_nr=3'd5; 
				DIG1=1'b0; 
				DIG2=1'b1; 
				DIG3=1'b1; 
				DIG4=1'b1; 
				next_state=3'b110; 
				end
			3'b110:begin
				out=Z; 
				state_nr=3'd6; 
				DIG1=1'b0; 
				DIG2=1'b1; 
				DIG3=1'b1; 
				DIG4=1'b1; 
				next_state=3'b000; 
				end
        endcase 
initial 
begin 
    state=3'b000;
    next_state=3'b000;
end
endmodule
module ual(Y, C,V, Z, A, B, Op); 
   output[7:0]Y;  
   output C,V,Z; 
   input [7:0]A,B;  
   input [2:0]Op;  
   wire  [7:0]AS,And,Or,Xor,Not; 
   wire s; 
   wire Cr,Of; 
   sum8bit s8bit(AS, Cr,Of, A, B, Op[0]); 
   andop ual_and(And, A, B);              
   orop ual_or(Or, A, B);                 
   xorop ual_xor(Xor, A, B);              
   notop ual_not(Not, A);                 
   multiplexor81 mux81(Y, AS, AS, And, Or, Xor, Not, 8'b0, 8'b0, Op);
   nor(s, Op[1], Op[2]);  
   and(C, Cr, s); 
   and(V, Of, s); 
   zero z(Z, Y);  
endmodule 
module andop(Y, A, B); 
   output [7:0] Y;  
   input [7:0]  A,B;  
   and(Y[0], A[0], B[0]);
   and(Y[1], A[1], B[1]);
   and(Y[2], A[2], B[2]);
   and(Y[3], A[3], B[3]);
   and(Y[4], A[4], B[4]);
   and(Y[5], A[5], B[5]);
   and(Y[6], A[6], B[6]);
   and(Y[7], A[7], B[7]);
endmodule 
module orop(Y, A, B); 
   output [7:0] Y; 
   input  [7:0] A,B; 
   or(Y[0], A[0], B[0]);
   or(Y[1], A[1], B[1]);
   or(Y[2], A[2], B[2]);
   or(Y[3], A[3], B[3]);
   or(Y[4], A[4], B[4]);
   or(Y[5], A[5], B[5]);
   or(Y[6], A[6], B[6]);
   or(Y[7], A[7], B[7]);
endmodule 
module xorop(Y, A, B); 
   output [7:0] Y; 
   input  [7:0] A,B; 
   xor(Y[0], A[0], B[0]);
   xor(Y[1], A[1], B[1]);
   xor(Y[2], A[2], B[2]);
   xor(Y[3], A[3], B[3]);
   xor(Y[4], A[4], B[4]);
   xor(Y[5], A[5], B[5]);
   xor(Y[6], A[6], B[6]);
   xor(Y[7], A[7], B[7]);
endmodule 
module notop(Y, A); 
   output [7:0] Y; 
   input [7:0]  A; 
   not(Y[0], A[0]);
   not(Y[1], A[1]);
   not(Y[2], A[2]);
   not(Y[3], A[3]);
   not(Y[4], A[4]);
   not(Y[5], A[5]);
   not(Y[6], A[6]);
   not(Y[7], A[7]);
endmodule 
module sum8bit(S, C,V, A, B, Op); 
   output[7:0]S; 
   output 	  C,V; 
   input [7:0]A,B; 
   input 	  Op;  
   wire C0,C1,C2,C3,C4,C5,C6,C7;
   wire B0,B1,B2,B3,B4,B5,B6,B7;
   xor(B0, B[0], Op);
   xor(B1, B[1], Op);
   xor(B2, B[2], Op);
   xor(B3, B[3], Op);
   xor(B4, B[4], Op);
   xor(B5, B[5], Op);
   xor(B6, B[6], Op);
   xor(B7, B[7], Op);
   xor(C, C7, Op);  
   xor(V, C7, C6);  
   sum1bit s0(S[0], C0, A[0], B0, Op);    
   sum1bit s1(S[1], C1, A[1], B1, C0);
   sum1bit s2(S[2], C2, A[2], B2, C1);
   sum1bit s3(S[3], C3, A[3], B3, C2);
   sum1bit s4(S[4], C4, A[4], B4, C3);    
   sum1bit s5(S[5], C5, A[5], B5, C4);
   sum1bit s6(S[6], C6, A[6], B6, C5);
   sum1bit s7(S[7], C7, A[7], B7, C6);
endmodule 
module sum1bit(S, Cout, A, B, Cin); 
   output S; 
   output Cout; 
   input  A,B; 
   input  Cin; 
   wire w1,w2,w3,w4;
   xor(w1, A, B);
   xor(S, Cin, w1);
   and(w2, A, B);   
   and(w3, A, Cin);
   and(w4, B, Cin);   
   or(Cout, w2, w3, w4);
endmodule 
module zero(Z, A); 
   output Z; 
   input [7:0]  A; 
   wire  [7:0] 	Y; 
   xnor(Y[0], A[0], 0);
   xnor(Y[1], A[1], 0);
   xnor(Y[2], A[2], 0);
   xnor(Y[3], A[3], 0);
   xnor(Y[4], A[4], 0);
   xnor(Y[5], A[5], 0);
   xnor(Y[6], A[6], 0);
   xnor(Y[7], A[7], 0);
   and(Z,Y[0],Y[1],Y[2],Y[3],Y[4],Y[5],Y[6],Y[7]); 
endmodule 
module multiplexor8_1(X,A0,A1,A2,A3,A4,A5,A6,A7,S); 
output[7:0]X; 
input[7:0]A0,A1,A2,A3,A4,A5,A6,A7; 
input[2:0]S; 
reg X;
always @(S or A0 or A1 or A2 or A3 or A4 or A5 or A6 or A7 )
	case({S})
		3'd0:X=A0; 
		3'd1:X=A1; 
		3'd2:X=A2; 
		3'd3:X=A3; 
		3'd4:X=A4; 
		3'd5:X=A5; 
		3'd6:X=A6; 
		3'd7:X=A7; 
		default:$display("Semnal de selectie invalid!");
	endcase
endmodule
module BCD7SEG(out7,BCD); 
    input[2:0] BCD; 
    output[6:0]out7; 
    reg[6:0]out7;
    always@(BCD)
    case (BCD)
    3'b000:out7=7'b0001000; 
    3'b001:out7=7'b1100000; 
    3'b010:out7=7'b0000001; 
    3'b011:out7=7'b1110110; 
	3'b100:out7=7'b0110001; 
	3'b101:out7=7'b1100010; 
	3'b110:out7=7'b0010010; 
    default:out7=7'b1111111; 
    endcase 
endmodule
==> ./run.sh <==
#!/bin/bash
# OpenROAD 26Q1-2900-gdf79404cd8, Yosys 0.63+post, stock flow scripts
make -C /OpenROAD-flow-scripts/flow DESIGN_CONFIG=/design/flow/config.mk WORK_HOME=/design/flow/orfs finish
==> ./config.mk <==
export PLATFORM = sky130hd
export DESIGN_NAME = sum8bit
export DESIGN_NICKNAME = sum8bit
export VERILOG_FILES = /design/flow/design.v
export SDC_FILE = /design/flow/constraint.sdc
export NUM_CORES = 4
export LEC_CHECK = 1
export CORE_AREA = 10 10 70 70
export DIE_AREA = 0 0 80 80
==> ./constraint.sdc <==
current_design sum8bit

set clk_period 3.3
set clk_io_pct 0.2

create_clock -name clk0 -period $clk_period

set non_clock_inputs [all_inputs -no_clocks]
set_input_delay [expr $clk_period * $clk_io_pct] -clock clk0 $non_clock_inputs
set_output_delay [expr $clk_period * $clk_io_pct] -clock clk0 [all_outputs]
==> impl_metrics.tcl <==
# collected from the flow reports
set metrics [dict create \
    synth_area_um2 359 \
    hpwl_um 891 \
    crit_slowest_cell "fa_2" \
    core_mm2 0.00342 \
    grt_max_degree 6 \
    top_area_cell "fa_1" \
    flop_area_um2 0 \
    finalSetupViolations 5 \
    port_buffers 27 \
    grt_pass1_vias 348 \
    drt-total-wl_um 969 \
    postSynthCellCount 40 \
    p_seq_share_pct 0 \
    dieHeight_um 80 \
    die_w_um 80 \
    synth.cellmix.compoundShare_pct 0 \
    max_freq_mhz 223 \
    internal_power_uw 94.9 \
    diodes 0 \
    worst_slack_ns -1.18 \
    ys_sh_xor_pct 24.4 \
    nFillCells 396 \
    fp_util_pct 10.5 \
    power.share.clock_pct 0 \
    detail-route-antenna-nets 0 \
    grt_pass1_wl_mm 1.59 \
    lay_top_count "clkdlybuf4s50_1" \
    syn_to_final_growth_pct 95.1 \
    synthMuxAreaShare_pct 3.14 \
    yosys_warnings 0 \
    wl_per_cell_um 8.81 \
    warnings 35 \
    via_per_inst 2.71 \
    avgSynthCellArea_um2 8.98 \
    die_area_mm2 0.00640 \
    p_leak_nw 0.329 \
    preCtsSetupSlack_ns -2.02 \
    antenna_found_initial 0 \
    ys_sh_simple_pct 0 \
    yosys-top-cells-area "fa_1 39%, xnor2_1 17%, buf_4 17%" \
    firstDrtPassIters 2 \
    numSequentialCells 0 \
    drc 0 \
    comb_power_share_pct 100.0 \
    crit_top_cell "fa_2" \
    track_usage_pct 3.08 \
    status "finished, violations left" \
    cp-end-kind "primary output" \
    peakVddDrop_uv 83.1 \
    finalHoldViolations 0 \
    yosysTopAreaCellShare_pct 39.0 \
    synth_stat.cells 40 \
    vias 298 \
    p_per_area_mw_per_mm2 205 \
    ys_area_um2 359 \
    ys_sh_adder_pct 39.0 \
    drt_iter0_markers 2 \
    critical_path_class "input port to primary output" \
    cp.required_ns 2.64 \
    fin_crit_ns 4.48 \
    cp-startpoint "B[0]" \
    stdcell_area_um2 701 \
    worstPathArrival_ns 3.82 \
    p_sw_uw 48.6 \
    ioPinCount 27 \
    gp_congestion 0.721 \
    mostFrequentLayoutCells "13 x clkdlybuf4s50_1, 8 x inv_1, 7 x fa_2" \
    slew_viol_final 0 \
    top_logic_kind "adder cells" \
    fin_hold_ws_ns 1.85 \
    grt_setup_unrepaired "true" \
    ys_types 7 \
    maxCapViolations 0 \
    hold_path.class "input port to primary output" \
    crit_chain "buf_6 > mux2_4 > fa_2 > inv_2 > fa_2 > fa_2 > fa_2 > fa_2 > fa_2 > fa_2 > buf_6 > xnor2_2 > buf_2" \
    critPathMaxFanout 2 \
    crit_end "C" \
    grt-ovfl-total 0 \
    worst_pin_slew_ns 0.187 \
    violations "setup timing" \
    relSlewSlack_pct 87.4 \
    critPathLaunchType "input port" \
    swShare_pct 33.8 \
    clock_buffers 0 \
    placed_area_um2 674 \
    ys_seq_share_pct 0 \
    drive_gt1_share_pct 48.4 \
    rows 21 \
    max_stage_delay_ns 0.42 \
    post-route-period-util_pct 136 \
]
[cells by family after synthesis]
family / count (synthesis)
mux: 1
xor+xnor: 10
buf+inv: 22
fa+ha+maj: 7
[per-stage QoR]
step | TNS (ns) | power, mW | util, % | cells
after global placement | -9.98 | 0.151 | 19.7 | 108
after floorplan | -3.78 | 0.0869 | - | 40
final | -4.48 | 0.143 | 20.5 | 110
after global routing | -5.00 | 0.166 | 20.5 | 110
after CTS | -5.35 | 0.138 | 19.3 | 110
after detailed placement | -10.06 | 0.151 | 19.7 | 108
[layer usage]
layer	routed length (um)	up-vias	global-route usage, %
met2	387	22	4.33
met4	0	0	0
met5	0	-	0
li1	-	149	-
met3	145	0	1.70
met1	436	127	4.28
[synthesized netlist by cell type]
| cell type | number |
|---|---|
| inv_1 | 13 |
| buf_4 | 8 |
| fa_1 | 7 |
| xnor2_1 | 7 |
| xor2_1 | 3 |
| buf_6 | 1 |
| mux2_2 | 1 |
[repair_timing]
| item | 4_1_cts | 5_1_grt |
|---|---|---|
| hold buffers | 0 | 0 |
| pin swaps | 10 | 10 |
| resized | 41 | 12 |
| endpoints found under the setup margin | 8 | 7 |
| buffers inserted | 2 | 0 |
[final cells by class]
cell class / count / area [um^2] / share of cell area (%)
repair buffers: 33 / 308 / 43.9
multi-input cells: 18 / 287 / 40.9
well taps: 46 / 57.6 / 8.21
inverters: 13 / 48.8 / 6.96
[power groups by stage]
stage	Clock (mW)	Combinational, mW	Sequential (mW)
CTS	0	0.138	0
finish	0	0.143	0
global route	0	0.166	0
[worst min path at each step]
stage | depth (start not counted) | startpoint | to | slack (ns)
CTS | 5 | Op | C | 1.85
global route | 5 | Op | C | 1.89
finish | 5 | Op | C | 1.85
[critical path, delay by kind of cell]
kind	cells	cell delay (ns)
XOR/XNOR	1	0.11
adder cells (fa/ha/maj)	7	2.48
buffers and inverters	4	0.38
multiplexers	1	0.20
Power figures rest on the tool's default switching activity, not on a simulated workload.
